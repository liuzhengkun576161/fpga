==> ./design.v <==
`timescale 1ns/1ps
module bcd_code_head (
	input	[7:0]    num_in,
	output	[11:0]   num_out
);
	wire		[19:0]   temp1;
	wire		[19:0]   temp2;
	wire		[19:0]   temp3;
	wire		[19:0]   temp4;
	wire		[19:0]   temp5;
	wire		[19:0]   temp6;
	wire		[19:0]   temp7;
	wire		[19:0]   temp8;
	left_drier               left_drier_inst1(
	.data_in                  ({(12'd0),num_in}),
	.data_out                     (temp1)
	);
	left_drier               left_drier_inst2(
	.data_in                 	  (temp1),
	.data_out                     (temp2)
	);
	left_drier               left_drier_inst3(
	.data_in                  	  (temp2),
	.data_out                     (temp3)
	);
	left_drier               left_drier_inst4(
	.data_in                      (temp3),
	.data_out                     (temp4)
	);
	left_drier               left_drier_inst5(
	.data_in                      (temp4),
	.data_out                     (temp5)
	);
	left_drier               left_drier_inst6(
	.data_in                      (temp5),
	.data_out                     (temp6)
	);
	left_drier               left_drier_inst7(
	.data_in                      (temp6),
	.data_out                     (temp7)
	);
	left_drier               left_drier_inst8(
	.data_in                      (temp7),
	.data_out                     (temp8)
	);
	assign    num_out = temp8[19:8] ;
endmodule
module check4_plus3(
    input   wire    [3:0]   data_in,
    output  wire    [3:0]   data_out
);
    assign data_out = (data_in > 4)?(data_in + 3 ): data_in;
endmodule
module   left_drier(
	input   wire	[19:0]     data_in,
	output  wire	[19:0]     data_out
);
	wire   [3:0]   a;
	wire   [3:0]   b;
	wire   [3:0]   c;
	check4_plus3   check4_plus3_inst_1(
	.data_in		(data_in[19:16]),
	.data_out             (a)
);
	check4_plus3   check4_plus3_inst_2(
	.data_in		(data_in[15:12]),
	.data_out             (b)
);
	check4_plus3   check4_plus3_inst_3(
	.data_in	    (data_in[11:8]),
	.data_out             (c)
);
   assign      data_out = {a[2:0],b,c,data_in[7:0],1'd0};
endmodule
==> ./run.sh <==
#!/bin/bash
# OpenROAD 26Q1-2900-gdf79404cd8, Yosys 0.63+post, stock flow scripts
make -C /OpenROAD-flow-scripts/flow DESIGN_CONFIG=/design/flow/config.mk WORK_HOME=/design/flow/orfs finish
==> ./config.mk <==
export PLATFORM = sky130hd
export DESIGN_NAME = bcd_code_head
export DESIGN_NICKNAME = bcd_code_head
export VERILOG_FILES = /design/flow/design.v
export SDC_FILE = /design/flow/constraint.sdc
export NUM_CORES = 4
export LEC_CHECK = 1
export CORE_AREA = 10 10 70 70
export DIE_AREA = 0 0 80 80
==> ./constraint.sdc <==
current_design bcd_code_head

set clk_period 9.2
set clk_io_pct 0.2

create_clock -name clk0 -period $clk_period

set non_clock_inputs [all_inputs -no_clocks]
set_input_delay [expr $clk_period * $clk_io_pct] -clock clk0 $non_clock_inputs
set_output_delay [expr $clk_period * $clk_io_pct] -clock clk0 [all_outputs]
==> impl_metrics.yaml <==
# physical design summary
place:
  placed_cells: 206
  numPortBuffers: 16
  dpl_cell_area_um2: 1270
  gp_routability_congestion: 0.874
  detailed_place_hpwl_um: 2050
die:
  std_cell_rows: 21
  fp.dieW_um: 80
  chipArea_um2: 6400
  coreArea_um2: 3420
  die_h_um: 80
  ios: 20
  initCoreUtil: 0.329
sta:
  fmax_mhz: 118
  finalCritPeriodShare: 0.924
  max_slew.worst_pin.slew_ns: 0.572
  setup_viol: 0
  final_max_slew_viol_count: 0
  slew-limit-headroom: 0.618
  fin_crit_ns: 8.50
  setup_tns_ns: 0
  rsz0062_at_grt: "no"
  hold_ws_ns: 3.68
  finalHoldViolations: 0
setup_path:
  crit_required_ns: 7.36
  worstSetupStartpointType: "input port"
  worst_setup_path_end_kind: "output port"
  critPathMaxFanout: 11
  critPathKind: "input port to output port"
  arrival_ns: 6.66
power:
  power_frac_comb: 1.000
  switching_share: 0.476
  seqPwrFrac: 0
  p_per_area_nw_per_um2: 87.9
  finalPower_mw: 0.112
  peakVddDrop_mv: 0.0225
  p_clk_frac: 0
  power.switching_mw: 0.0533
  intPower_mw: 0.0587
  p_leak_nw: 0.487
global_route:
  grt_max_degree: 19
  grt_pass1_wl_um: 4560
  antenna_found_initial: 0
  grt_pass1_vias: 1066
  grt.total_usage: 0.0795
  gr-total-overflow: 0
detailed_routing:
  via_count: 1105
  wl_per_cell_um: 12.1
  diodes: 0
  first_iter_violations: 37
  drc_errors: 0
  vias_per_cell: 5.36
  drt.antenna.violating_nets: 0
  wirelength_um: 2500
  drt-pass1-iter-count: 4
layout:
  design.seq.count: 0
  fillers: 356
  drive_above_1_share: 0.163
  area_growth_pct: 13.6
  finalNonFillerCells: 206
  final_cell_area_um2: 1270
  nClkBuffers: 0
  ff_latch_area_um2: 0
logic_synthesis:
  synth_top_area_share: 0.111
  yosysWarnings: 0
  yosysUniqueCellTypes: 60
  syn_inst: 153
  yosys-top-cells-area: "ha_1 (11%), o21ai_0 (4.0%), nor2_1 (4.0%)"
  synth_area_leader_cell: "ha_1"
  ys_seq_frac: 0
  ys_chip_area_um2: 1120
  yosysCellCount: 153
  synth_area_per_cell_um2: 7.34
  synth_area_um2: 1120
cts:
  cts_setup_buffers: 0
  ctsHoldBuffers: 0
  cts.repair.resized: 0
hold_path:
  hold_path_class: "input port to output port"
run_status:
  status: "completed"
job:
  drv_cap: 0
  warning_count: 38
metal layers:
metal  global-route usage  vias to the layer above  share of wire
met5                    0                        -              0
li1                     -                      569              -
met1                0.104                      511           0.46
met4              0.00176                        0              0
met3              0.00795                        0          0.063
met2                0.144                       25           0.47
cell type report:
| class | instances | area [µm²] | area share |
|---|---|---|---|
| multi-input cells | 130 | 1000 | 0.785 |
| repair buffers | 17 | 168 | 0.132 |
| inverters | 13 | 48.8 | 0.0383 |
| well taps | 46 | 57.6 | 0.0451 |
kinds of logic (layout without fill, tap and decap cells):
group,Yosys count,in the layout,synth area share
AOI/OAI and AO/OA,46,46,0.331
buffers and inverters,24,30,0.111
muxes,6,6,0.0557
other,1,2,0.00334
and+or+nand+nor,56,56,0.278
adders and majority gates,11,11,0.120
xor gates and xnor gates,9,9,0.100
cell usage after synthesis, types with 3 or more instances:
cell type and instances:
nor2_1 12, a221oi_1 4, o21ai_0 9, a21o_1 3, a211oi_1 3, ha_1 10, buf_4 4, buf_2 3
a21oi_1 6, nand3_1 5, inv_1 11, nor4_1 3, nor2_2 4, nand2_1 11, xnor2_1 4, mux2i_1 4
power groups by stage:
stage / combinational [mW] / clock, mW / sequential, mW
4_1_cts: 0.114 / 0 / 0
5_1_grt: 0.126 / 0 / 0
6_report: 0.112 / 0 / 0
layout by cell type (no fill, tap or decap), drive strengths merged, types with 2 or more instances in the layout:
cell / n
clkdlybuf4s50: 16
nor2: 16
inv: 12
nand2: 11
ha: 10
o21ai: 9
a21oi: 8
nand3: 6
xnor2: 6
mux2i: 4
a221oi: 4
a211oi: 3
a21o: 3
nor4: 3
nor3: 3
xor2: 3
and2: 3
nand2b: 2
nor2b: 2
a311oi: 2
o31ai: 2
and3: 2
nand4: 2
o211ai: 2
conb: 2
or2: 2
a31oi: 2
o221ai: 2
mux2: 2
worst max-delay path, stage by stage:
cell,delay [ns]
clkdlybuf4s50_1,0.60
inv_1,0.09
ha_1,0.22
inv_1,0.06
ha_1,0.49
and2_2,0.31
a21oi_1,0.09
o21ai_0,0.31
o32a_2,0.27
inv_1,0.08
ha_1,0.28
a21oi_1,0.19
nor2_1,0.08
xnor2_1,0.20
ha_1,0.37
nor2_1,0.06
or3_1,0.32
o221ai_2,0.10
mux2i_1,0.22
clkdlybuf4s50_1,0.48
path summary, 6_finish.rpt:
check / start / end / slack [ns] / cells after the start
min: num_in[0] / num_out[0] / 3.68 / 0
max: num_in[6] / num_out[2] / 0.70 / 20
per-stage QoR:
stage          worst slack, ns  utilization
6_report                 0.703        0.373
3_3_place_gp             0.844        0.373
2_1_floorplan             2.10            -
4_1_cts                  0.702        0.373
5_1_grt                  0.169        0.373
3_5_place_dp             0.717        0.373
No activity file was given, so power comes from the tool's default toggle rates.
