[design/flow/config.mk]
export PLATFORM = sky130hd
export DESIGN_NAME = breath_light_top
export DESIGN_NICKNAME = breath_light_top
export VERILOG_FILES = /design/flow/design.v
export SDC_FILE = /design/flow/constraint.sdc
export NUM_CORES = 4
export LEC_CHECK = 1
export CORE_UTILIZATION = 30
[design/flow/constraint.sdc]
current_design breath_light_top

set clk_period 3.7
set clk_io_pct 0.2

create_clock -name clk0 -period $clk_period [get_ports {clk}]

set non_clock_inputs [all_inputs -no_clocks]
set_input_delay [expr $clk_period * $clk_io_pct] -clock clk0 $non_clock_inputs
set_output_delay [expr $clk_period * $clk_io_pct] -clock clk0 [all_outputs]
[design/flow/design.v]
module breath_light_top (
    input wire clk,
    input wire rst_n,
    output wire [7:0] led
);
    wire flag;
    led_drive                    led_drive_inst  (
    . clk                            (clk  ),
    . rst_n                          (rst_n),
    . flag                           (flag ), 
    . led                            (led  )
    );
    cnt                               cnt_inst (
	. clk                               (clk   ),
	. rst_n                             (rst_n ),
	. flag                              (flag  )   
    );
endmodule
module cnt (
	input wire clk,
	input wire rst_n,
	output wire flag
);
	reg [25:0] cnt;
	parameter  N_1s = 26'd50_000_000;
	always @ (posedge clk or negedge rst_n) begin 
		if (rst_n == 1'd0)
		cnt <= 1'd0;
		else if (cnt >= N_1s - 1'd1)
		cnt <= 26'd0;
		else 
		cnt <= cnt + 1'd1;
	end 
	assign flag = (cnt == N_1s-1'd1)?1:0;
endmodule	
module led_drive (
    input wire clk,
    input wire rst_n,
    input wire flag,
    output reg [7:0] led
);
    always @ (posedge clk or negedge rst_n) begin
        if (rst_n == 1'd0)
            led <= 8'b11111111;       
        else if (flag == 1)
            led <= ~led;
            else
            led <= led;
    end
endmodule
[design/flow/run.sh]
#!/bin/bash
# OpenROAD 26Q1-2900-gdf79404cd8, Yosys 0.63+post, stock flow scripts
make -C /OpenROAD-flow-scripts/flow DESIGN_CONFIG=/design/flow/config.mk WORK_HOME=/design/flow/orfs finish
==> notes.md <==
Flow results.

- The run finished with clean final reports.
- The maximum fanout along the worst path is 2.
- The number of hold buffers added after CTS is 0.
- In the synthesized netlist, the number of instances is 159.
- Across the run, the number of max-cap violations was 0.
- Cells fill a little over a third of the core in the end.
- The initial antenna violation count is 0.
- Counting pins that exceed their max-slew limit in the final report gives 0.
- The slew check shows that the tightest pin keeps a relative margin of a little over three fifths.
- Dividing total power by cell area gives a power density of around 350 mW/mm^2.
- The cell family contributing the most delay on the critical path is flip-flops.
- The post-cts sizing count is 0.
- The final tally of hold violations is 0.
- Among the non-sequential cells, simple AND/OR/NAND/NOR gates take the most area.
- The endpoint of the worst register-to-register path is cnt_inst.cnt[2]$_DFF_PN0_.
- Row generation in the floorplan step produced 26 rows.
- Setup repair after global routing left no endpoint under its margin.
- The filler cells instantiated in the layout total 511.
- The number of antenna cells inserted is 0.
- The via count of the first global-routing pass is 1050.
- The count of non-filler cells in the finished layout is between 200 and 250.
- The tool warning count is 25.
- The final layout contains routed wiring with a total length of 2.66 mm.
- A synthesized cell averages roughly 10 sq um.
- The number of buffers and inverters on the critical path is 1.
- The total die size is 0.00570 sq mm.
- The endpoint of the worst hold path is reported as led_drive_inst.led[2]$_DFFE_PN1P_.
- The detailed-route vias per instance is about 4.5.
- The main area contributors are dfrtp_1 (40%), dfstp_2 (13%), xnor2_1 (8.6%), xor2_1 (8.1%), nor2_1 (7.2%).
- In the synthesized netlist the async set-or-reset flop fraction comes to around 100%.
- TritonCTS built the clock tree.
- The synthesis report names the predominant flop master as dfrtp_1.
- For the finished layout, the period the worst path requires is between 2 and 2.5 ns.
- The die height is 75.5 um.
- The cell leakage power is approximately 0.00078 uW.
- Across all layers, the routed design uses around 1100 vias.
- The cell sequence reported for the critical path is clkdlybuf4s50_1.
- The wire length of the first global-routing pass is 4.76 mm.
- The startpoint of the tightest hold check path is led_drive_inst.led[2]$_DFFE_PN1P_.
- The number of detailed-routing iterations run before antenna repair is 4.
- The highest supply drop recorded on VDD is approximately 0.18 mV.
- The number of cells reported by Yosys stat comes to around 160.
- The cell type with the highest aggregate area in the netlist is dfrtp_1.
- The layout overhead on the synthesized area is 16.1%.
- In the final run the clock tree shows a worst skew of a little under 0.006 ns.
- The violation tally from detailed-route iteration zero is 49.
- The skew report gives the latency at the later pin of the worst-skew pair as around 0.28 ns.
- The DRC violation total left in the routed layout is recorded as 0.
- The longest clock path from root to sink contains 2 buffers.
- The most instantiated logic cell after routing is nor2_1.
- STA classifies the critical path startpoint as a flop.
- Counting flops with a built-in enable in the synthesized netlist gives 0.
- The number of cells on the worst reg-to-reg path is 6.
- Counting every sink on the clock net gives 34.
- The number of flip-flops and latches in the synthesized netlist is 34.
- The stat command in Yosys gives a chip area of around 0.0016 sq mm.
- The floorplan step records an initial core utilization of 31.3%.
- The most common logic cells in the final layout are nor2_1 (31), dfrtp_1 (26), xnor2_1 (16).
- The pin closest to its max-slew limit shows a slew of between 0.5 and 0.6 ns.
- The remaining global-route overflow is 0.
- Leaving out buffers and inverters, the combinational logic in the layout accounts for between 700 and 800 sq um.
- The layout summary lists the proportion of cells stronger than drive strength 1 as between 10% and 20%.
- Of the total synthesized cell area, the portion taken by AND, OR, NAND and NOR gates is 26.5%.
- The report gives the cell count of the worst hold path as 1.
- The timing report gives the biggest stage delay along the critical path as roughly 0.54 ns.
- The final setup TNS is 0 ns.
- According to the hold report, the worst path is of the reg2reg type.
- The instance count on the critical path is 1.
- The sequential share of the synthesized area is between 50% and 60%.
- The detailed placer reported the number of placed instances as 236.
- The critical path data required time is around 3.0 ns.
- Endpoints with negative setup slack in the final report add up to 0.
- The synthesized-area fraction occupied by xor and xnor cells is 16.7%.
- Pin placement for this block handled 10 I/O pins.
- Across the whole layout, storage elements account for 861 sq um.
- The cell with the biggest individual delay on the critical path is dfstp_2.
- The total standard cell area after synthesis is 0.00162 sq mm.
- The arithmetic-cell share of the synthesized area counting full adders, half adders and majority gates is 0.772%.
- The ratio of final minimum period to clock period is a little over half.
- In the global route stage, overall resource usage came out at a little over a tenth.
- The number of buffers created by CTS is 5.
- Setup slack closes at 1.67 ns.
- Looking at the clock tree report, the root buffer type is clkbuf_8.
- The placement-stage worst setup slack is between 1.5 and 2 ns.
- The H-tree generated during clock tree synthesis spans 2 levels.
- The total number of yosys warnings is 2.
- The clock slew at the register clock pins of the worst setup and hold paths is ~0.07 ns.
- The placeable core region is about 0.0052 sq mm.
- The multiplexer share of the synthesized area is 0%.
- The number of distinct library cell variants in the gate-level netlist after synthesis is 24.
- The critical register-to-register path startpoint is cnt_inst.cnt[0]$_DFF_PN0_.
- The worst setup path is captured at a primary output.
- The critical path class is reg2out.
- The HPWL after detailed placement is around 1.8 mm.
- The highest clock rate this design can be run at is approximately 500 MHz.
- The horizontal die dimension is 75.5 um.
- The aoi/oai-family share of the synthesized area is 1.23%.
- The signal arrival time at the worst endpoint is ~1.3 ns.
- Entering global routing, the biggest net connects 35 pins.
- At the end of routability-driven placement, the weighted congestion stood at approximately 0.84.
- The detail route stage leaves a number of antenna-violating nets equal to 0.
- The timing report gives the worst reg2reg path a setup slack of about 1.9 ns.
- Once the clock tree was built, the setup fixing pass inserted 0 buffers.
- TritonRoute output was used to compute an average wire per cell of 10.9 um.
- Yosys reports that the leading cell type by area covers between 40% and 50% of the netlist area.
- The count of buffers added on input and output ports is 9.
==> worst max-delay path by stage <==
stage                                             start                        end
after CTS             led_drive_inst.led[5]$_DFFE_PN1P_                     led[5]
after global routing          cnt_inst.cnt[0]$_DFF_PN0_  cnt_inst.cnt[2]$_DFF_PN0_
final                 led_drive_inst.led[5]$_DFFE_PN1P_                     led[5]
==> worst reg2reg max path, stage by stage (launching register included) <==
cell and delay, ns:
dfrtp_1 0.42, ha_1 0.26, nand4_1 0.20, o21ai_1 0.08, nand3_1 0.12, nand3_2 0.43, nor2_1 0.25
==> metal layers <==
metal	wire length (um)	vias up	share of wire, %	global-route usage, %
li1	-	559	-	-
met1	1390	522	52	16.4
met2	1150	13	43	16.6
met3	87	5	3.3	2.55
met4	34	0	1.3	2.06
met5	0	-	0	0
==> report_power, final <==
group | internal [uW] | switching (uW) | total [uW] | leakage [uW]
Clock | 149 | 131 | 280 | 0.0000472
Combinational | 1.61 | 6.87 | 8.48 | 0.000296
Sequential | 372 | 0 | 372 | 0.000436
Total | 523 | 138 | 661 | 0.000779
==> sequential cells by signal, indices dropped and copies added, names as in the netlist <==
name	cells
led_drive_inst.led	8
cnt_inst.cnt	26
==> per-stage QoR <==
stage / cell area, sq um / total power (uW) / hold WS, ns
floorplan: 1620 / 379 / 0.444
global placement: 1790 / 388 / 0.477
detailed placement: 1790 / 388 / 0.478
CTS: 1880 / 674 / 0.491
global route: 1880 / 693 / 0.498
finish: 1880 / 661 / 0.487
==> logic make-up after synthesis <==
family,after synthesis
AOI/OAI and AO/OA,4
xor gates and xnor gates,31
adders and majority gates,1
buffers and inverters,5
DFF,34
and+or+nand+nor,84
==> Yosys cell counts (all sizes together) (2+ instances only) <==
cell,count
inv,2
nand2,11
nor2,32
dfstp,8
dfrtp,26
buf,2
xnor2,16
nand2b,2
and3,5
o21ai,4
nor3,5
nand3,16
nor4,5
xor2,15
nand4,7
==> cell type report <==
cell class / instances / area share (%)
clock inverter: 2 / 0.664
sequential: 34 / 45.7
multi-input combinational: 120 / 39.0
inverter: 2 / 0.399
tap: 70 / 4.65
clock buffer: 6 / 4.39
timing repair buffer: 10 / 5.18
Power is estimated from default activity; no workload was simulated.
